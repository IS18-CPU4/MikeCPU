==> /design/flow/design.v <==
`timescale 1 ns / 1 ps
	module loopback_axi_v1_0 #
	(
		parameter  C_M00_AXI_START_DATA_VALUE	= 32'hAA000000,
		parameter  C_M00_AXI_TARGET_SLAVE_BASE_ADDR	= 32'h40000000,
		parameter integer C_M00_AXI_ADDR_WIDTH	= 32,
		parameter integer C_M00_AXI_DATA_WIDTH	= 32,
		parameter integer C_M00_AXI_TRANSACTIONS_NUM	= 4
	)
	(
        input wire softreset,
        input wire start,
		input wire  m00_axi_init_axi_txn,
		output wire  m00_axi_error,
		output wire  m00_axi_txn_done,
		input wire  m00_axi_aclk,
		input wire  m00_axi_aresetn,
		output wire [C_M00_AXI_ADDR_WIDTH-1 : 0] m00_axi_awaddr,
		output wire [2 : 0] m00_axi_awprot,
		output wire  m00_axi_awvalid,
		input wire  m00_axi_awready,
		output wire [C_M00_AXI_DATA_WIDTH-1 : 0] m00_axi_wdata,
		output wire [C_M00_AXI_DATA_WIDTH/8-1 : 0] m00_axi_wstrb,
		output wire  m00_axi_wvalid,
		input wire  m00_axi_wready,
		input wire [1 : 0] m00_axi_bresp,
		input wire  m00_axi_bvalid,
		output wire  m00_axi_bready,
		output wire [C_M00_AXI_ADDR_WIDTH-1 : 0] m00_axi_araddr,
		output wire [2 : 0] m00_axi_arprot,
		output wire  m00_axi_arvalid,
		input wire  m00_axi_arready,
		input wire [C_M00_AXI_DATA_WIDTH-1 : 0] m00_axi_rdata,
		input wire [1 : 0] m00_axi_rresp,
		input wire  m00_axi_rvalid,
		output wire  m00_axi_rready
	);
	loopback_axi_v1_0_M00_AXI # ( 
		.C_M_START_DATA_VALUE(C_M00_AXI_START_DATA_VALUE),
		.C_M_TARGET_SLAVE_BASE_ADDR(C_M00_AXI_TARGET_SLAVE_BASE_ADDR),
		.C_M_AXI_ADDR_WIDTH(C_M00_AXI_ADDR_WIDTH),
		.C_M_AXI_DATA_WIDTH(C_M00_AXI_DATA_WIDTH),
		.C_M_TRANSACTIONS_NUM(C_M00_AXI_TRANSACTIONS_NUM)
	) loopback_axi_v1_0_M00_AXI_inst (
        .REG_AXI_START(start),
        .REG_AXI_SOFTRESET(softreset),
		.INIT_AXI_TXN(m00_axi_init_axi_txn),
		.ERROR(m00_axi_error),
		.TXN_DONE(m00_axi_txn_done),
		.M_AXI_ACLK(m00_axi_aclk),
		.M_AXI_ARESETN(m00_axi_aresetn),
		.M_AXI_AWADDR(m00_axi_awaddr),
		.M_AXI_AWPROT(m00_axi_awprot),
		.M_AXI_AWVALID(m00_axi_awvalid),
		.M_AXI_AWREADY(m00_axi_awready),
		.M_AXI_WDATA(m00_axi_wdata),
		.M_AXI_WSTRB(m00_axi_wstrb),
		.M_AXI_WVALID(m00_axi_wvalid),
		.M_AXI_WREADY(m00_axi_wready),
		.M_AXI_BRESP(m00_axi_bresp),
		.M_AXI_BVALID(m00_axi_bvalid),
		.M_AXI_BREADY(m00_axi_bready),
		.M_AXI_ARADDR(m00_axi_araddr),
		.M_AXI_ARPROT(m00_axi_arprot),
		.M_AXI_ARVALID(m00_axi_arvalid),
		.M_AXI_ARREADY(m00_axi_arready),
		.M_AXI_RDATA(m00_axi_rdata),
		.M_AXI_RRESP(m00_axi_rresp),
		.M_AXI_RVALID(m00_axi_rvalid),
		.M_AXI_RREADY(m00_axi_rready)
	);
	endmodule
`timescale 1 ns / 1 ps
	module loopback_axi_v1_0_M00_AXI #
	(
		parameter  C_M_START_DATA_VALUE	= 32'h0,
		parameter  C_M_TARGET_SLAVE_BASE_ADDR	= 32'h0,
		parameter integer C_M_AXI_ADDR_WIDTH	= 32,
		parameter integer C_M_AXI_DATA_WIDTH	= 32,
		parameter integer C_M_TRANSACTIONS_NUM	= 4
	)
	(
        input wire REG_AXI_SOFTRESET,
        input wire REG_AXI_START,
		input wire  INIT_AXI_TXN,
		output reg  ERROR,
		output wire  TXN_DONE,
		input wire  M_AXI_ACLK,
		input wire  M_AXI_ARESETN,
		output wire [C_M_AXI_ADDR_WIDTH-1 : 0] M_AXI_AWADDR,
		output wire [2 : 0] M_AXI_AWPROT,
		output wire  M_AXI_AWVALID,
		input wire  M_AXI_AWREADY,
		output wire [C_M_AXI_DATA_WIDTH-1 : 0] M_AXI_WDATA,
		output wire [C_M_AXI_DATA_WIDTH/8-1 : 0] M_AXI_WSTRB,
		output wire  M_AXI_WVALID,
		input wire  M_AXI_WREADY,
		input wire [1 : 0] M_AXI_BRESP,
		input wire  M_AXI_BVALID,
		output wire  M_AXI_BREADY,
		output wire [C_M_AXI_ADDR_WIDTH-1 : 0] M_AXI_ARADDR,
		output wire [2 : 0] M_AXI_ARPROT,
		output wire  M_AXI_ARVALID,
		input wire  M_AXI_ARREADY,
		input wire [C_M_AXI_DATA_WIDTH-1 : 0] M_AXI_RDATA,
		input wire [1 : 0] M_AXI_RRESP,
		input wire  M_AXI_RVALID,
		output wire  M_AXI_RREADY
	);
    reg [C_M_AXI_ADDR_WIDTH-1 : 0] awaddr;
    assign M_AXI_AWADDR = awaddr;
    assign M_AXI_AWPROT = 3'b000;
    reg awvalid;
    assign M_AXI_AWVALID = awvalid;
    reg [C_M_AXI_DATA_WIDTH-1 : 0] wdata;
    assign M_AXI_WDATA = wdata;
    assign M_AXI_WSTRB = 4'b0000;
    reg wvalid;
    assign M_AXI_WVALID = wvalid;
    reg bready;
    assign M_AXI_BREADY = bready;
    reg [C_M_AXI_ADDR_WIDTH-1 : 0] araddr;
    assign M_AXI_ARADDR = araddr;
    assign M_AXI_ARPROT = 3'b000;
    reg arvalid;
    assign M_AXI_ARVALID = arvalid;
    reg rready;
    assign M_AXI_RREADY = rready;
    localparam IDLE   = 3'b000;
    localparam RXWAIT = 3'b001;
    localparam READ   = 3'b010;
    localparam TXWAIT = 3'b011;
    localparam WRITE  = 3'b100;
    reg [2:0] state;
    reg request_issued;
    always @(posedge M_AXI_ACLK) begin
        if ( (~M_AXI_ARESETN) || REG_AXI_SOFTRESET ) begin
            state <= IDLE;
            arvalid <= 1'b0;
            rready <= 1'b0;
            wvalid <= 1'b0;
            awvalid <= 1'b0;
            bready <= 1'b0;
            request_issued <= 1'b0;
        end else begin
            case (state)
            IDLE: begin
                if (REG_AXI_START) state <= RXWAIT;
            end
            RXWAIT: begin
                if (request_issued) begin
                    if (M_AXI_ARREADY && arvalid) begin
                        arvalid <= 1'b0;
                    end else if (rready) begin
                        rready <= 1'b0;
                        request_issued <= 1'b0;
                        if (M_AXI_RDATA[0]) begin
                            state <= READ;
                        end else begin
                            state <= RXWAIT;
                        end
                    end else if (M_AXI_RVALID) rready <= 1'b1;
                end else begin
                    arvalid <= 1'b1;
                    araddr <= 32'h8;
                    request_issued <= 1'b1;
                end
            end
            READ: begin
                if (request_issued) begin
                    if (M_AXI_ARREADY && arvalid) begin
                        arvalid <= 1'b0;
                    end else if (rready) begin
                        rready <= 1'b0;
                        request_issued <= 1'b0;
                        wdata[7:0] <= M_AXI_RDATA[7:0];
                        state <= TXWAIT;
                    end else if (M_AXI_RVALID) rready <= 1'b1;
                end else begin
                    arvalid <= 1'b1;
                    araddr <= 32'h0;
                    request_issued <= 1'b1;
                end
            end
            TXWAIT: begin
                if (request_issued) begin
                    if (M_AXI_ARREADY && arvalid) begin
                        arvalid <= 1'b0;
                    end else if (rready) begin
                        rready <= 1'b0;
                        request_issued <= 1'b0;
                        if (~M_AXI_RDATA[3]) state <= WRITE;  
                        else state <= TXWAIT;
                    end else if (M_AXI_RVALID) rready <= 1'b1;
                end else begin
                    arvalid <= 1'b1;
                    araddr <= 32'h8;
                    request_issued <= 1'b1;
                end
            end
            WRITE: begin
                if (request_issued) begin
                    if (M_AXI_WREADY && wvalid) wvalid <= 1'b0;
                    if (M_AXI_AWREADY && awvalid) awvalid <= 1'b0;
                    if (bready) begin
                        bready <= 1'b0;
                        request_issued <= 1'b0;
                        state <= RXWAIT;
                    end else if (M_AXI_BVALID) bready <= 1'b1;
                end else begin
                    wvalid <= 1'b1;
                    awvalid <= 1'b1;
                    awaddr <= 32'h4;
                    request_issued <= 1'b1;
                    wdata <= wdata;
                end
            end
            default: begin
                state <= IDLE;
            end
            endcase
        end
    end
	endmodule
==> /design/flow/run.sh <==
#!/bin/bash
# OpenROAD 26Q1-2900-gdf79404cd8, Yosys 0.63+post, stock flow scripts
make -C /OpenROAD-flow-scripts/flow DESIGN_CONFIG=/design/flow/config.mk WORK_HOME=/design/flow/orfs finish
==> /design/flow/config.mk <==
export PLATFORM = sky130hd
export DESIGN_NAME = loopback_axi_v1_0
export DESIGN_NICKNAME = loopback_axi_v1_0
export VERILOG_FILES = /design/flow/design.v
export SDC_FILE = /design/flow/constraint.sdc
export NUM_CORES = 4
export LEC_CHECK = 1
export CORE_AREA = 10 10 78 78
export DIE_AREA = 0 0 88 88
==> /design/flow/constraint.sdc <==
current_design loopback_axi_v1_0

set clk_period 1.9
set clk_io_pct 0.2

create_clock -name clk0 -period $clk_period [get_ports {m00_axi_aclk}]

set non_clock_inputs [all_inputs -no_clocks]
set_input_delay [expr $clk_period * $clk_io_pct] -clock clk0 $non_clock_inputs
set_output_delay [expr $clk_period * $clk_io_pct] -clock clk0 [all_outputs]
==> flow_summary_export.csv <==
group,metric,value,unit
detailed_routing,vias_per_cell,3.44,
detailed_routing,dr.pass1.iters,3,
power,peakVddDrop,0.243,mV
setup_path,cp_slowest_cell,"clkdlybuf4s50_1",
cts,cts_num_sinks,20,
power,power.share.clock,0.443,
die,fp.coreArea,4410,um^2
final_layout,nFillCells,450,
cts,h-tree-depth,1,
outcome,outcome,"finished, final reports clean",
setup_path,crit_arrival,1180,ps
final_layout,area_growth,3.85,%
global_routing,grt_usage,0.0689,
die,die_h,88,um
global_routing,grt_pass1_vias,984,
detailed_routing,wl,3150,um
power,p_comb_frac,0.074,
setup_path,cp_slowest_stage_delay,510,ps
final_timing,fmax,640,MHz
detailed_routing,num_vias,875,
detailed_routing,first_iter_violations,41,
synthesis,syn_area,1530,um^2
global_routing,grt_overflow_total,0,
synthesis,area_leaders,"buf_4 49%, edfxtp_1 18%, dfxtp_1 14%, a21oi_1 2.3%, nand2_1 2.0%",
detailed_routing,ant_nets,0,
die,initCoreUtil,0.346,
final_layout,fin_cells,254,
run,drv_cap,0,
synthesis,yosysTopAreaCell,"buf_4",
setup_path,timing.critical_path.buf_inv,1,
final_timing,drv_slew,0,
final_timing,finalHoldViolCount,0,
synthesis,top_area_frac,0.486,
setup_path,crit_fanout,6,
synthesis,ys_cells,170,
hold_path,holdCritPathClass,"flip-flop to flip-flop",
cts,cts-buffers-inserted,3,
synthesis,avgSynthCellArea,8.99,um^2
synthesis,synth-edff-count,9,
power,switching_share,0.182,
cts,clockBufferDepth,2,
final_layout,drive_gt1_frac,0.0644,
synthesis,ys_ff,20,
power,powerDensity,594,nW/um^2
setup_path,cp_top_family,"buffers and inverters",
global_routing,antenna_found_initial,0,
power,leakage,0.728,nW
run,log.warning_count,54,
final_timing,worst_clock_skew,3.77,ps
cts,cts_root_buf,"clkbuf_8",
power,pwr-share-seq,0.483,
setup_path,crit_type,"flip-flop to output pin",
place,dpl.hpwl,2750,um
die,row_count,24,
power,power_switching,0.172,mW
detailed_routing,drcViolationCount,0,
detailed_routing,wl_per_cell,12.4,um
final_timing,fin_crit,1560,ps
synthesis,syn_inst,170,
die,die_w,88,um
final_timing,tns,0,ps
die,ioPinCount,159,
synthesis,async_flop_share,0,
power,p_int,0.772,mW
setup_path,worstPathRequired,1520,ps
place,dp.cells,250,
synthesis,ff_type,"dfxtp_1",
setup_path,crit_chain,"clkdlybuf4s50_1",
cts,clk_pin_slew,80,ps
cts,cts_resized,0,
cts,clock.latency.late_pin,250,ps
cts,hold_buffers,0,
synthesis,top_cells_by_count,"99 x buf_4, 11 x dfxtp_1, 9 x edfxtp_1",
cts,cts_setup_buffers,0,
setup_path,startpoint_type,"flip-flop",
global_routing,grt_pass1_wl,4470,um
place,io_buffers,30,
detailed_routing,num_antenna_cells,0,
final_timing,fin_crit_sh,0.822,
final_timing,setup_viol,0,
setup_path,worstSetupEndpointType,"output pin",
cts,cts_tree,"yes",
die,die_area,7740,um^2
synthesis,yosysWarnings,3,
global_routing,grt_max_degree,13,
final_timing,rsz0062_at_grt,"false",
synthesis,synth.most_common_cell,"buf_4",
synthesis,ys_area,1530,um^2
synthesis,synth_cell_types,26,
place,routabilityCongestion,0.832,
synthesis,synth-seq-area-share,0.321,
[final cells by class]
type                       count  area [um^2]  share of cell area
clock inverter                 1         30.0              0.0189
sequential                    20          490               0.309
clock buffer                   3         41.3              0.0260
tap                           52         65.1              0.0410
inverter                       3         11.3             0.00709
multi-input combinational    142          627               0.395
timing repair buffer          33          323               0.203
[kinds of logic after synthesis]
kind of cell	share of synthesized area
AOI/OAI and AO/OA	0.0769
buffers and inverters	0.507
DFF	0.321
other	0.00491
and+or+nand+nor	0.0900
[sequential cells by signal (all words and copies together) (netlist names)]
signal / flops
loopback_axi_v1_0_M00_AXI_inst.wdata: 8
loopback_axi_v1_0_M00_AXI_inst.state: 5
loopback_axi_v1_0_M00_AXI_inst.araddr: 1
loopback_axi_v1_0_M00_AXI_inst.arvalid: 1
loopback_axi_v1_0_M00_AXI_inst.awvalid: 1
loopback_axi_v1_0_M00_AXI_inst.bready: 1
loopback_axi_v1_0_M00_AXI_inst.request_issued: 1
loopback_axi_v1_0_M00_AXI_inst.rready: 1
loopback_axi_v1_0_M00_AXI_inst.wvalid: 1
[metrics by stage]
step | instance area [um^2] | total power, mW | hold slack [ps] | worst slack (ps) | utilization
6_report | 1590 | 0.944 | 460 | 338 | 0.360
4_1_cts | 1590 | 0.959 | 462 | 339 | 0.360
2_1_floorplan | 1890 | 0.626 | 430 | 426 | -
3_3_place_gp | 1520 | 0.542 | 445 | 174 | 0.344
5_1_grt | 1590 | 0.987 | 514 | 272 | 0.360
3_5_place_dp | 1520 | 0.541 | 448 | 194 | 0.344
[layout by cell type, fill, tap and decap left out, types with 2 or more instances in the layout]
master | synthesis | layout
nor2_1 | 4 | 4
o31ai_1 | 2 | 2
nand4b_1 | 2 | 2
buf_4 | 99 | 3
conb_1 | 2 | 99
dfxtp_1 | 11 | 11
nor3_1 | 2 | 2
clkdlybuf4s50_1 | 0 | 30
clkbuf_8 | 0 | 3
nand3_1 | 2 | 2
o21ai_0 | 3 | 3
a21oi_1 | 7 | 7
nand2_1 | 8 | 8
edfxtp_1 | 9 | 9
nor2b_1 | 2 | 2
nand4_1 | 2 | 2
inv_1 | 3 | 3
[worst paths after layout]
check / endpoint / start / cells after the start / slack (ps)
max: m00_axi_rready / loopback_axi_v1_0_M00_AXI_inst.rready / 1 / 340
min: loopback_axi_v1_0_M00_AXI_inst.state[0] / loopback_axi_v1_0_M00_AXI_inst.state[0] / 2 / 460
max reg2reg: loopback_axi_v1_0_M00_AXI_inst.wdata[2] / loopback_axi_v1_0_M00_AXI_inst.request_issued / 4 / 480
min reg2reg: loopback_axi_v1_0_M00_AXI_inst.state[0] / loopback_axi_v1_0_M00_AXI_inst.state[0] / 2 / 460
[layer usage]
layer | part of all wire | track usage
met5 | 0 | 0
met4 | 0.0032 | 0.00870
met3 | 0.13 | 0.0309
met2 | 0.45 | 0.115
met1 | 0.42 | 0.0823
[power groups by stage]
stage	clock, mW	combinational [mW]	sequential, mW
4_1_cts	0.426	0.0769	0.456
5_1_grt	0.444	0.0864	0.456
6_report	0.418	0.0700	0.456
Power is estimated from default activity; no workload was simulated.
