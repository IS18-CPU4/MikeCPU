[flow/design.v]
`default_nettype none
module fadd
   ( input wire [31:0] x1,
     input wire [31:0] x2,
     output wire [31:0] y,
     output wire ovf);
   wire s1, s2;
   wire [7:0] e1, e2;
   wire [22:0] m1, m2;
   assign {s1, e1, m1} = x1;
   assign {s2, e2, m2} = x2;
   wire [24:0] m1a, m2a;
   assign m1a = (e1 == 8'd0) ? {2'b0, m1} : {2'b1, m1};
   assign m2a = (e2 == 8'd0) ? {2'b0, m2} : {2'b1, m2};
   wire [7:0] e1a, e2a;
   assign e1a = (e1 == 8'd0) ? 8'd1 : e1;
   assign e2a = (e2 == 8'd0) ? 8'd1 : e2;
   wire [7:0] e2ai;
   assign e2ai = ~e2a;
   wire [8:0] te;
   assign te = {1'b0, e1a} + {1'b0, e2ai};
   wire ce;
   wire [7:0] tde;
   assign ce = (te[8] == 1'b1) ? 0 : 1;
   wire [8:0] tmp1;
   wire [7:0] tmp2;
   assign tmp1 = te + 1;
   assign tmp2 = ~te;
   assign tde = (te[8] == 1'b1) ? tmp1[7:0] : tmp2[7:0];
   wire [4:0] de;
   assign de = (|(tde[7:5])) ? 5'd31 : tde[4:0];
   wire sel;
   assign sel = (de == 5'b0) ? ((m1a > m2a) ? 0 : 1) : ce;
   wire [24:0] ms, mi;
   wire [7:0] es, ei;
   wire ss;
   assign ms = (sel == 1'b0) ? m1a : m2a;
   assign mi = (sel == 1'b0) ? m2a : m1a;
   assign es = (sel == 1'b0) ? e1a : e2a;
   assign ei = (sel == 1'b0) ? e2a : e1a;
   assign ss = (sel == 1'b0) ? s1 : s2;
   wire [55:0] mie;
   assign mie = {mi, 31'b0};
   wire [55:0] mia;
   assign mia = mie >> de;
   wire tstck;
   assign tstck = |(mia[28:0]);
   wire [26:0] mye;
   assign mye = (s1 == s2) ? {ms, 2'b0} + mia[55:29] : {ms, 2'b0} - mia[55:29];
   wire [7:0] esi;
   assign esi = es + 1;
   wire [7:0] eyd;
   wire [26:0] myd;
   wire stck;
   assign eyd = (mye[26] == 1'b1) ? ((esi == 255) ? 255 : esi) : es;
   assign myd = (mye[26] == 1'b1) ? ((esi == 255) ? {2'b01, 25'b0} : mye >> 1) : mye;
   assign stck = (mye[26] == 1'b1) ? tstck || mye[0] : tstck;
   wire [4:0] se;
   priority_encoder pe(myd, se);
   wire signed [8:0] eyf;
   assign eyf = $signed({1'b0,eyd}) - $signed({4'b0,se});
   wire [7:0] eyr;
   wire [26:0] myf;
   assign myf = ($signed(eyf) > $signed(8'b0)) ? myd << se : myd << (eyd[4:0]-1);
   assign eyr = ($signed(eyf) > $signed(8'b0)) ? eyf[7:0] : 8'b0;
   wire [24:0] myr;
   assign myr = ((myf[1] == 1 && myf[0] == 0 & stck == 0 && myf[2] == 1) || (myf[1] == 1 && myf[0] == 0 && s1 == s2 && stck == 1) || myf[1] == 1 && myf[0] == 1) ? myf[26:2] + 25'b1 : myf[26:2];
   wire [7:0] eyri;
   assign eyri = eyr + 8'b1;
   wire [7:0] ey;
   wire [22:0] my;
   assign ey = (myr[24] == 1) ? eyri : ((myr[23:0] == 24'b0) ? 0 : eyr);
   assign my = (myr[24] == 1) ? 23'b0 : ((myr[23:0] == 24'b0) ? 23'b0 : myr[22:0]);
   wire sy;
   assign sy = (ey == 0 && my == 0) ? s1 && s2 : ss;
   wire nzm1, nzm2;
   assign nzm1 = |(m1[22:0]);
   assign nzm2 = |(m2[22:0]);
   assign y = (e1 == 255 && e2 != 255) ? {s1,8'd255,nzm1,m1[21:0]} : ((e2 == 255 && e1 != 255) ? {s2,8'd255,nzm2,m2[21:0]} : ((e1 == 255 && e2 == 255 && nzm2) ? {s2,8'd255,1'b1,m2[21:0]} : ((e1 == 255 && e2 == 255 && nzm1) ? {s1,8'd255,1'b1,m1[21:0]} : ((e1 == 255 && e2 == 255 && s1==s2) ? {s1,8'd255,23'b0} : ((e1 == 255 && e2 == 255) ? {1'b1,8'd255,1'b1,22'b0} : {sy,ey,my})))));
   assign ovf = (e1 != 255 && e2 != 255) ? ((mye[26] == 1'b1 && esi == 255) ? 1 : ((myr[24] == 1 && eyri == 255) ? 1 : 0)) : 0;
endmodule
module priority_encoder
   ( input wire [26:0] myd,
     output wire [4:0] se);
   assign se = (myd[25] == 1) ? 5'b00000 :
               (myd[24] == 1) ? 5'b00001 :
               (myd[23] == 1) ? 5'b00010 :
               (myd[22] == 1) ? 5'b00011 :
               (myd[21] == 1) ? 5'b00100 :
               (myd[20] == 1) ? 5'b00101 :
               (myd[19] == 1) ? 5'b00110 :
               (myd[18] == 1) ? 5'b00111 :
               (myd[17] == 1) ? 5'b01000 :
               (myd[16] == 1) ? 5'b01001 :
               (myd[15] == 1) ? 5'b01010 :
               (myd[14] == 1) ? 5'b01011 :
               (myd[13] == 1) ? 5'b01100 :
               (myd[12] == 1) ? 5'b01101 :
               (myd[11] == 1) ? 5'b01110 :
               (myd[10] == 1) ? 5'b01111 :
               (myd[9] == 1) ? 5'b10000 :
               (myd[8] == 1) ? 5'b10001 :
               (myd[7] == 1) ? 5'b10010 :
               (myd[6] == 1) ? 5'b10011 :
               (myd[5] == 1) ? 5'b10100 :
               (myd[4] == 1) ? 5'b10101 :
               (myd[3] == 1) ? 5'b10110 :
               (myd[2] == 1) ? 5'b10111 :
               (myd[1] == 1) ? 5'b11000 :
               (myd[0] == 1) ? 5'b11001 : 5'b11010;
endmodule
`default_nettype wire
[flow/run.sh]
#!/bin/bash
# OpenROAD 26Q1-2900-gdf79404cd8, Yosys 0.63+post, stock flow scripts
make -C /OpenROAD-flow-scripts/flow DESIGN_CONFIG=/design/flow/config.mk WORK_HOME=/design/flow/orfs finish
[flow/config.mk]
export PLATFORM = sky130hd
export DESIGN_NAME = fadd
export DESIGN_NICKNAME = fadd
export VERILOG_FILES = /design/flow/design.v
export SDC_FILE = /design/flow/constraint.sdc
export NUM_CORES = 4
export LEC_CHECK = 1
export CORE_UTILIZATION = 40
[flow/constraint.sdc]
current_design fadd

set clk_period 68.8
set clk_io_pct 0.2

create_clock -name clk0 -period $clk_period

set non_clock_inputs [all_inputs -no_clocks]
set_input_delay [expr $clk_period * $clk_io_pct] -clock clk0 $non_clock_inputs
set_output_delay [expr $clk_period * $clk_io_pct] -clock clk0 [all_outputs]
==> job_summary.md <==
## PnR job results

| Metric | Value |
|---|---|
| Drt wl/cell | `24.10 µm` |
| Synth Seq Share | `0%` |
| First DRT Iteration DRCs | `2063` |
| Rows | `67` |
| Mapped Cells | `2162` |
| Hold crit path type | `input port to output port` |
| Yosys warns | `0` |
| Dpl hpwl | `51290 µm` |
| Final WL | `62840 µm` |
| Final hold violation count | `0` |
| Worst slew pin tran | `997.1 ps` |
| CTS resizes | `0` |
| Seq cells | `0` |
| Finished Cell Area | `15070 µm²` |
| Fmax achieved | `0.02087 GHz` |
| Cell Pwr Density | `25.87 nW/µm²` |
| Peak supply drop | `0.01771 mV` |
| # IOs | `97` |
| First-pass GRT wire length | `96190 µm` |
| Unrepaired setup endpoints after global routing | `false` |
| Slowest stage cell, crit path | `or4b_1` |
| Slew Limit Headroom | `33.13%` |
| P_leak | `5.968 nW` |
| Syn Std Cell Area | `13800 µm²` |
| Reg area | `0 µm²` |
| Worst EP required | `55040 ps` |
| Routed via count | `17630` |
| Crit path launch type | `input port` |
| CORE AREA | `33700 µm²` |
| GRT Util Overall | `35.46%` |
| Setup TNS | `0 ps` |
| Top cells by area | `ha_1 (8.6%), nand2_1 (6.4%), mux2i_1 (5.9%)` |
| OpenROAD warning count | `59` |
| CP Max Fanout | `61` |
| Synth unique cells | `119` |
| Residual DRC | `0` |
| Die Ht | `187.7 µm` |
| Fraction of layout cells with a size suffix above 1 | `6.806%` |
| Status | `complete, no violations` |
| Crit-path max cell delay | `690 ps` |
| Final slew viol count | `0` |
| Met3 Use GR | `7.482%` |
| Area leader, netlist | `ha_1` |
| Buffers on Ports | `97` |
| Drt pass-1 iters | `8` |
| Period minus WS final | `47910 ps` |
| Final Cycle Share | `69.63%` |
| Initial antenna violation count | `0` |
| Die X-Extent | `187.7 µm` |
| Vias in the first global route | `15799` |
| Via density | `6.760` |
| Floorplan Utilization | `40.95%` |
| Clock buffers | `0` |
| Met2 Use GR | `49.07%` |
| DP Area | `15070 µm²` |
| Antenna cells | `0` |
| Synth Area per Inst | `6.383 µm²` |
| Area leader share | `8.614%` |
| GR peak layer | `met1` |
| Area growth syn-to-layout | `9.176%` |
| Crit Path Class | `input port to output port` |
| Overflow after GRT | `0` |
| Critical Path End Type | `output port` |
| # Cells Yosys | `2162` |
| Final ANT Viol Nets | `0` |
| Max-cap violation count | `0` |
| Die Area | `35250 µm²` |
| Routability-driven placement congestion ratio | `1.102` |
| Cts hold-fix bufs | `0` |
| Post-CTS setup repair buffer count | `0` |
| Final setup viols | `0` |
| Critical path arrival | `34150 ps` |
| Largest net degree at the start of global routing | `62` |
| Met1 usage | `51.38%` |
| Yosys Chip Area | `13800 µm²` |
-- worst max-delay path, delay by kind of cell --
| family | cells | cell delay, ps |
|---|---|---|
| xor+xnor | 2 | 750 |
| mux | 4 | 1090 |
| fa+ha+maj | 5 | 1720 |
| buf+inv | 8 | 2630 |
| simple gates | 26 | 7710 |
| compound gates | 23 | 6430 |
-- through the flow --
stage | instances | util, % | power [mW] | setup WS (ps) | hold WS (ps)
floorplan | 2162 | - | 0.2474 | 25920 | 27590
detailed placement | 2608 | 44.71 | 0.3744 | 21450 | 28620
global placement | 2608 | 44.71 | 0.3761 | 21790 | 28630
CTS | 2608 | 44.71 | 0.3768 | 21380 | 28630
finish | 2608 | 44.71 | 0.3898 | 20890 | 28640
global route | 2608 | 44.71 | 0.4187 | 19360 | 28670
-- power breakdown --
group / internal (mW) / switching (mW) / leakage, nW
Sequential: 0 / 0 / 0
Combinational: 0.147 / 0.243 / 5.97
Clock: 0 / 0 / 0
Total: 0.147 / 0.243 / 5.97
-- logic make-up (layout without fill, tap and decap cells) --
group                    Yosys count  after routing  share of synthesized area (%)
AND/OR/NAND/NOR                  807            807                          28.75
AND-OR/OR-AND                    804            804                          40.39
buffers and inverters            257            255                          7.553
multiplexers                     115            115                          8.868
adder cells (fa/ha/maj)           98             98                          9.049
XOR/XNOR                          81             81                          5.386
-- placed cells by master, fill, tap and decap left out, types with 20 or more instances in the layout --
master           synthesis  layout
mux2i_1                 82      82
ha_1                    95      95
xnor2_1                 58      58
a21o_1                  38      38
inv_1                  120     120
a31oi_1                 41      41
nor3_1                  62      62
a22oi_1                 42      42
o211ai_1                55      55
o21ai_0                160     160
a211oi_1                40      40
nand2b_1                23      23
nand2_1                236     235
nand3_1                 70      70
nor2_1                 202     201
mux2_2                  26      26
a21oi_1                156     154
nor4_1                  35      34
nand4_1                 25      25
clkdlybuf4s50_1          0      97
and2_1                  26      26
xor2_1                  20      20
buf_4                    6      37
-- layout make-up --
| type | count | area, µm² |
|---|---|---|
| Fill cell | 3428 | 18630 |
| Multi-Input combinational cell | 1905 | 12800 |
| Timing Repair Buffer | 134 | 1249 |
| Tap cell | 448 | 560.5 |
| Inverter | 121 | 454.2 |
-- cell usage after synthesis, drive strengths merged, types with 21 or more instances --
library cell / n
xnor2: 60
nand3: 72
mux2i: 84
nor4: 36
nand2b: 23
a21oi: 159
nor2: 207
buf: 42
mux2: 29
a22oi: 44
a31oi: 42
inv: 121
and2: 26
xor2: 21
a21o: 38
clkbuf: 94
o21ai: 173
nand2: 236
nand4: 26
ha: 95
a211oi: 42
o211ai: 57
nor3: 67
-- path summary, 6_finish.rpt --
check,cells past startpoint,endpoint,start,slack (ps)
setup / recovery,68,y[5],x2[30],20890
hold / removal,4,y[31],x2[31],28640
-- layer usage --
metal	share of wire (%)	vias up
li1	-	8184
met1	42	8122
met2	40	1155
met3	12	169
met4	6.2	0
met5	0	-
Power and IR drop assume default switching activity.
