==> flow/design.v <==
`default_nettype none
module Bootloader(
  output wire [31:0] BRAM_ADDR,
  output wire [31:0] BRAM_WRDATA,
  output wire [3:0]  BRAM_WE,
  output wire        BRAM_EN,
  output wire [31:0] M01_AXI_AWADDR,
  output wire [2:0]  M01_AXI_AWPROT,
  output wire        M01_AXI_AWVALID,
  input wire         M01_AXI_AWREADY,
  output wire [31:0] M01_AXI_WDATA,
  output wire [3:0]  M01_AXI_WSTRB,
  output wire        M01_AXI_WVALID,
  input wire         M01_AXI_WREADY,
  input wire [1:0]   M01_AXI_BRESP,
  input wire         M01_AXI_BVALID,
  output wire        M01_AXI_BREADY,
  output wire [31:0] M01_AXI_ARADDR,
  output wire [2:0]  M01_AXI_ARPROT,
  output wire        M01_AXI_ARVALID,
  input wire         M01_AXI_ARREADY,
  input wire [31:0]  M01_AXI_RDATA,
  input wire [1:0]   M01_AXI_RRESP,
  input wire         M01_AXI_RVALID,
  output wire        M01_AXI_RREADY,
  output wire boot_ready,
  output reg [7:0] err,
  input wire CLK,
  input wire RSTN
);
  localparam s_init      = 3'b000;
  localparam s_ext_chkRx = 3'b001;
  localparam s_ext_read  = 3'b010;
  localparam s_mem_write = 3'b011;
  localparam s_run       = 3'b100;
  localparam s_halt      = 3'b101;
  reg [2:0] state;
  assign boot_ready = (state == s_run) ? 1'b1 : 1'b0;
  reg [31:0] mem_addr;
  reg [31:0] mem_wdata;
  reg [3:0] mem_wenable;
  reg mem_enable;
  assign BRAM_ADDR = mem_addr;
  assign BRAM_WRDATA = mem_wdata;
  assign BRAM_WE = mem_wenable;
  assign BRAM_EN = mem_enable;
  reg ext_request_issued;
  reg ext_arvalid;
  reg ext_rready;
  reg [31:0] ext_araddr;
  assign M01_AXI_ARVALID = ext_arvalid;
  assign M01_AXI_RREADY  = ext_rready;
  assign M01_AXI_ARADDR  = ext_araddr;
  assign M01_AXI_ARPROT  = 3'b000;
  assign M01_AXI_AWADDR  = 0;
  assign M01_AXI_AWPROT  = 0;
  assign M01_AXI_AWVALID = 0;
  assign M01_AXI_WDATA   = 0;
  assign M01_AXI_WSTRB   = 0;
  assign M01_AXI_WVALID  = 0;
  assign M01_AXI_BREADY  = 0;
  reg [2:0] length_iterator;  
  reg [31:0] data_iterator;   
  reg [31:0] data_length;
  wire [1:0] data_step;
  assign data_step = data_iterator[1:0];
  always @(posedge CLK) begin
    if (~RSTN) begin
      state <= s_init;
      mem_wdata <= 32'd0;
      mem_addr <= 32'd0;
      mem_enable <= 1'b0;
      mem_wenable <= 4'b0000;
      ext_request_issued <= 1'b0;
      ext_arvalid <= 1'b0;
      ext_rready <= 1'b0;
      ext_araddr <= 32'd0;
      data_iterator <= 32'd0;
      data_length <= 32'd0;
      length_iterator <= 3'd0;
      err <= 8'd0;
    end else begin
      case (state)
        s_init: state <= s_ext_chkRx;
        s_ext_chkRx: begin
          if (ext_request_issued) begin
            if (M01_AXI_ARREADY & ext_arvalid) ext_arvalid <= 1'b0;
            if (M01_AXI_RVALID & (~ext_rready)) ext_rready <= 1'b1;
            if (ext_rready) begin
              ext_rready <= 1'b0;
              ext_request_issued <= 1'b0;
              if (M01_AXI_RDATA[0]) begin
                state <= s_ext_read;
              end else begin
                state <= s_ext_chkRx;
              end
            end
          end else begin
            ext_arvalid <= 1'b1;
            ext_araddr <= 32'h8;
            ext_request_issued <= 1'b1;
          end
        end
        s_ext_read: begin
          if (ext_request_issued) begin
            if (M01_AXI_ARREADY & ext_arvalid) ext_arvalid <= 1'b0;
            if (M01_AXI_RVALID & (~ext_rready)) ext_rready <= 1'b1;
            if (ext_rready) begin
              ext_rready <= 1'b0;
              ext_request_issued <= 1'b0;
              if (length_iterator < 3'd2) begin
                data_length <= {data_length[23:0], M01_AXI_RDATA[7:0]};
                state <= s_ext_chkRx;
                length_iterator <= length_iterator + 3'b1;
              end else if (data_iterator < data_length) begin
                mem_addr <= {2'b00, data_iterator[31:2]};
                mem_enable <= 1'b1;
                if (data_step == 2'd0) begin
                  mem_wdata[31:24] <= M01_AXI_RDATA[7:0];
                  mem_wenable <= 4'b1000;
                end
                if (data_step == 2'd1) begin
                  mem_wdata[23:16] <= M01_AXI_RDATA[7:0];
                  mem_wenable <= 4'b0100;
                end
                if (data_step == 2'd2) begin
                  mem_wdata[15:8] <= M01_AXI_RDATA[7:0];
                  mem_wenable <= 4'b0010;
                end
                if (data_step == 2'd3) begin
                  mem_wdata[7:0] <= M01_AXI_RDATA[7:0];
                  mem_wenable <= 4'b0001;
                end
                state <= s_mem_write;
                data_iterator <= data_iterator + 32'd1;
              end else begin
                err <= 8'd2;
                state <= s_halt;
              end
            end
          end else begin
            ext_arvalid <= 1'b1;
            ext_araddr <= 32'h0;
            ext_request_issued <= 1'b1;
          end
        end
        s_mem_write: begin
          mem_enable <= 1'b0;
          mem_wenable <= 4'b0000;
          if (data_iterator == data_length) begin
            state <= s_run;
          end else begin
            state <= s_ext_chkRx;
          end
        end
        default: begin
          state <= state;
        end
      endcase
    end
  end
endmodule
==> flow/run.sh <==
#!/bin/bash
# OpenROAD 26Q1-2900-gdf79404cd8, Yosys 0.63+post, stock flow scripts
make -C /OpenROAD-flow-scripts/flow DESIGN_CONFIG=/design/flow/config.mk WORK_HOME=/design/flow/orfs finish
==> flow/config.mk <==
export PLATFORM = sky130hd
export DESIGN_NAME = Bootloader
export DESIGN_NICKNAME = Bootloader
export VERILOG_FILES = /design/flow/design.v
export SDC_FILE = /design/flow/constraint.sdc
export NUM_CORES = 4
export LEC_CHECK = 1
export CORE_UTILIZATION = 40
==> flow/constraint.sdc <==
current_design Bootloader

set clk_period 6.8
set clk_io_pct 0.2

create_clock -name clk0 -period $clk_period [get_ports {CLK}]

set non_clock_inputs [all_inputs -no_clocks]
set_input_delay [expr $clk_period * $clk_io_pct] -clock clk0 $non_clock_inputs
set_output_delay [expr $clk_period * $clk_io_pct] -clock clk0 [all_outputs]
==> results.toml <==
# yosys + openroad results
[run_status]
outcome = "finished clean"

[clocking]
ctsRootBufferMaster = "sky130_fd_sc_hd__clkbuf_16"
post_cts_buffers = 0
worst_skew_pair.late_latency_ns = 0.42
cts_resized = 0
cts_sinks = 144
number_of_buffers_inserted_during_clock_tree_synthesis = 17
tritoncts = "yes"
cts-hold-fix-buffers = 0
h-tree-depth = 4
cts.reportedPaths.clkPinSlew_ns = 0.06
clk_path_buf_depth = 2

[routing]
routed_wire_per_std_cell_um = 13.96
antenna_cells_inserted = 0
detail_route.iter0.violations = 507
route.final.wire_length_um = 16960
final_antenna_net_count = 0
detailroute.via_count = 6050
first_pass_iters = 5
vias_per_cell = 4.979
detail_route.drc_violations = 0

[synthesis]
synth_async_reset_ratio_pct = 0
synth-seq-cells = 144
synth_instances = 916
synth.lib_cells_used.distinct = 51
synth-area-yosys_mm2 = 0.007655
syn_area_mm2 = 0.007655
syn_area_per_cell_um2 = 8.357
yosys.stat.seqShare_pct = 37.66
synth_top_area_share_pct = 37.66
synth_stat.cells = 916
top_cells_by_area = "sky130_fd_sc_hd__dfxtp_1 38%, sky130_fd_sc_hd__buf_4 12%, sky130_fd_sc_hd__a21oi_1 6.8%, sky130_fd_sc_hd__nand2_1 6.3%, sky130_fd_sc_hd__ha_1 6.2%"
edf_count = 0
top_cell_type_by_total_area_after_synthesis = "sky130_fd_sc_hd__dfxtp_1"
yosys_most_used_dff = "sky130_fd_sc_hd__dfxtp_1"
most_instantiated_library_cell_after_synthesis = "sky130_fd_sc_hd__dfxtp_1"
ys_warn_count = 1
post_synth_most_frequent_cells = "144 x sky130_fd_sc_hd__dfxtp_1, 128 x sky130_fd_sc_hd__nand2_1, 121 x sky130_fd_sc_hd__buf_4, 104 x sky130_fd_sc_hd__a21oi_1, 51 x sky130_fd_sc_hd__nand3_1"

[sta]
max_freq_ghz = 0.3157
actual_slew_at_the_worst_max_slew_pin_ns = 0.8173
fin_tns_setup_ns = 0
post_layout_period_usage_of_the_worst_path_pct = 46.58
finalHoldViolCount = 0
period_needed_ns = 3.168
final-max-slew-violation-count = 0
final.setup_skew_ns = 0.01102
rsz0062_at_grt = "no"
max_slew_margin_pct = 45.51
finalSetupViolations = 0

[place]
detailed_placer_s_ending_hpwl_um = 11420
gpl.final_weighted_congestion = 0.8114
placement.io_buffers = 83
placed_area_mm2 = 0.008124

[power]
power.leakage_nw = 3.250
power_per_cell_area_mw_per_mm2 = 208.4
peakVddDrop_uv = 174.6

[hold_path]
hp-class = "reg -> reg"

[die]
ios = 232
dieWidth_um = 140.3
core-area_mm2 = 0.01871
core_util_floorplan_pct = 40.92
dieArea_mm2 = 0.01969
dieHeight_um = 140.3
rows = 50

[worst_setup_path]
timing_worst_setup_path_type = "in -> reg"
startpoint_type = "input pin"
critical_path.endpoint_type = "register"
arrival_ns = 3.46
crit_path_max_fanout = 70
ff2ff_setup_slack_ns = 3.73
critPathRequiredTime_ns = 7.10

[global_route]
antenna_found_initial = 0
grt-ovfl-total = 0
grtUsageTotal_pct = 17.46
first_pass_grt_wire_length_um = 27080
grt_start_max_net_pins = 82
first_global_vias = 5132

[layout]
final_cell_area_mm2 = 0.008720
synthToLayoutAreaGrowth_pct = 13.91
logic_area_mm2 = 0.003920
flop_area_mm2 = 0.002883
drive_above_1_share_pct = 5.607
num-fill-cells = 1810

[flow_run]
warnings = 60
max_cap_viol_count = 0
-- final timing paths --
check	cells after the start	from	endpoint
setup / recovery	7	RSTN	mem_wenable[0]
hold / removal	2	data_length[27]	data_length[27]
setup reg to reg	8	data_length[13]	mem_wenable[3]
hold reg to reg	2	data_length[27]	data_length[27]
-- logic make-up (layout without fill, tap and decap cells) --
family / after synthesis / in the layout / share of synthesized area, %
fa+ha+maj: 38 / 38 / 6.211
buf+inv: 212 / 161 / 17.13
mux: 39 / 39 / 5.100
simple gates: 285 / 285 / 18.80
compound gates: 196 / 196 / 14.94
other cells: 1 / 117 / 0.04899
flops: 144 / 144 / 37.66
xor+xnor: 1 / 1 / 0.1144
-- per-stage QoR --
stage	total power [mW]	worst slack, ns	instances	util [%]	hold slack [ns]
2_1_floorplan	0.9348	4.565	1032	-	0.4162
3_3_place_gp	0.9059	3.225	1183	43.43	0.4435
3_5_place_dp	0.9055	3.212	1183	43.43	0.4477
4_1_cts	1.836	3.635	1215	46.62	0.4556
5_1_grt	1.882	3.479	1215	46.62	0.4737
6_report	1.817	3.632	1215	46.62	0.4535
-- placed cells by master, fill, tap and decap left out, types with 3 or more instances in the layout --
master	count
sky130_fd_sc_hd__or4_1	18
sky130_fd_sc_hd__clkbuf_16	17
sky130_fd_sc_hd__nor3_1	7
sky130_fd_sc_hd__o21ai_0	15
sky130_fd_sc_hd__clkinvlp_4	3
sky130_fd_sc_hd__o311ai_0	8
sky130_fd_sc_hd__clkinv_4	3
sky130_fd_sc_hd__inv_1	37
sky130_fd_sc_hd__or3_1	3
sky130_fd_sc_hd__buf_4	8
sky130_fd_sc_hd__ha_1	38
sky130_fd_sc_hd__inv_6	3
sky130_fd_sc_hd__conb_1	117
sky130_fd_sc_hd__and3_1	7
sky130_fd_sc_hd__o21ai_1	26
sky130_fd_sc_hd__nand2_1	128
sky130_fd_sc_hd__nand2b_1	14
sky130_fd_sc_hd__nand4_1	19
sky130_fd_sc_hd__clkdlybuf4s50_1	82
sky130_fd_sc_hd__dfxtp_1	144
sky130_fd_sc_hd__a21oi_1	104
sky130_fd_sc_hd__o21a_1	3
sky130_fd_sc_hd__mux2i_1	39
sky130_fd_sc_hd__o31ai_1	26
sky130_fd_sc_hd__nor2_1	13
sky130_fd_sc_hd__nor3_2	4
sky130_fd_sc_hd__nand3_1	51
sky130_fd_sc_hd__and4_1	7
-- metal layers --
metal	track usage [%]	vias up	routed length [um]
met5	0	-	0
met4	2.660	0	221
met3	3.100	13	958
met2	25.92	182	7347
met1	27.45	2777	8431
li1	-	3078	-
-- layout make-up --
class	count	area share, %
Sequential cell	144	33.06
Timing Repair Buffer	91	10.16
Inverter	38	1.636
Clock inverter	14	1.794
Tap cell	234	3.358
Clock buffer	18	5.037
Multi-Input combinational cell	676	44.96
-- registers in the layout (all words and copies together), names as in the netlist --
signal	cells
mem_addr	30
err	1
ext_araddr	1
mem_wenable	4
data_length	32
ext_arvalid	1
length_iterator	3
state	5
data_iterator	32
ext_rready	1
mem_enable	1
mem_wdata	32
ext_request_issued	1
-- power breakdown --
part	switching, mW	internal (mW)	leakage (nW)
combinational	0.0257	0.0121	1.80
clock	0.375	0.555	0.285
sequential	0.00246	0.846	1.16
total	0.403	1.41	3.25
-- critical path, cell delays in order --
cell and delay, ns:
sky130_fd_sc_hd__buf_2 0.09, sky130_fd_sc_hd__buf_4 0.32, sky130_fd_sc_hd__inv_2 0.57, sky130_fd_sc_hd__buf_4 0.67, sky130_fd_sc_hd__nor2_1 0.17, sky130_fd_sc_hd__nand4_1 0.14, sky130_fd_sc_hd__o21ai_1 0.07
Power figures rest on the tool's default switching activity, not on a simulated workload.
