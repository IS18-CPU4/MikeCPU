==> flow/design.v <==
module alu(
  input wire [0:31] rA,
  input wire [0:31] rB,
  input wire [0:3] command,
  output wire [0:31] rD
);
  assign rD = (command == 4'd1) ? rA + rB
            : (command == 4'd2) ? rA - rB
            : 32'd0;
endmodule
module controller(
  output reg [0:31] out_reg,
  input wire CLK,
  input wire RST
);
  reg [0:31] pc;
  reg [0:31] register [0:3];
  wire [0:31] r0;
  wire [0:31] r1;
  wire [0:31] r2;
  wire [0:31] r3;
  assign r0 = register[0];
  assign r1 = register[1];
  assign r2 = register[2];
  assign r3 = register[3];
  reg [0:1] state;
  reg [0:31] inst;
  wire [0:5] inst_op;
  wire [0:4] inst_rD;
  wire [0:4] inst_rA;
  wire [0:4] inst_rB;
  wire [0:4] inst_imm5;
  wire [0:15] inst_imm16;
  wire [0:25] inst_imm26;
  assign {inst_op, inst_rD, inst_rA, inst_rB} = inst[0:20];
  assign inst_imm5 = inst[16:20];
  assign inst_imm16 = inst[16:31];
  assign inst_imm26 = inst[6:31];
  reg [0:31] rA;
  reg [0:31] rB;
  wire [0:31] rD;
  reg [0:3] command;
  alu int_alu(rA, rB, command, rD);
  reg [0:4] save_reg;
  function [0:31] romdata;
    input [0:31] address;
    localparam [0:4] _r0 = 5'd0;
    localparam [0:4] _r1 = 5'd1;
    localparam [0:4] _r2 = 5'd2;
    localparam [0:4] _r3 = 5'd3;
    case (address)
    32'd0: romdata = {6'd1,   _r1,   _r0,   16'd0      };
    32'd1: romdata = {6'd2, _r1,   _r1,   16'd1     };
    32'd2: romdata = {6'd1,   _r2,   _r0,   16'd0      };
    32'd3: romdata = {6'd1,   _r3,   _r0,   16'd0      };
    32'd4: romdata = {6'd29,  _r1,   5'd0, 16'd0      };
    32'd5: romdata = {6'd1,   _r3,   _r2,   16'd0      };
    32'd6: romdata = {6'd1,   _r2,   _r1,   16'd0      };
    32'd7: romdata = {6'd3,  _r1,   _r2,   _r3,  11'd0 };
    32'd8: romdata = {6'd14,    26'b11_111111_111111_111111_111100                 };
    default: romdata = 32'h0;
    endcase
  endfunction
  always @(posedge CLK) begin
    if (RST) begin
      pc <= 32'd0;
      state <= 2'b00;
      register[0] <= 32'd0;
    end else begin
      case (state)
      2'b00: begin
        inst <= romdata(pc);
        state <= 2'b01;
      end
      2'b01: begin
        case (inst_op)
        6'd0: begin
          rA <= 32'd0;
          rB <= inst_imm16[0] ? {16'hFFFF, inst_imm16} : {16'h0, inst_imm16};
          command <= 4'd1;
          save_reg <= inst_rD;
        end
        6'd3: begin
          rA <= register[inst_rA];
          rB <= register[inst_rB];
          command <= 4'd1;
          save_reg <= inst_rD;
        end
        6'd2: begin
          rA <= register[inst_rA];
          rB <= inst_imm16[0] ? {16'hFFFF, inst_imm16} : {16'h0, inst_imm16};
          command <= 4'd1;
          save_reg <= inst_rD;
        end
        6'd1: begin
          rA <= register[inst_rA];
          rB <= 32'd0;
          command <= 4'd1;
          save_reg <= inst_rD;
        end
        6'd14: begin
          rA <= pc;
          rB <= inst_imm26[0] ? {6'b111111, inst_imm26} : {6'h0, inst_imm26};
          save_reg <= 5'd0;
        end
        6'd29: begin
          rA <= register[inst_rD];
          rB <= 32'd0;
          command <= 4'd1;
          save_reg <= 5'd0;
        end
        endcase
        state <= 2'b10;
      end
      2'b10: begin
        if (save_reg != 5'd0) register[save_reg] <= rD;  
        state <= 2'b11;
      end
      2'b11: begin
        if (inst_op == 6'd14) pc <= rD;
        else pc <= pc + 32'd1;
        if (inst_op == 6'd29) out_reg <= rD;
        state <= 2'b00;
      end
      endcase
    end
  end
endmodule
==> flow/run.sh <==
#!/bin/bash
# OpenROAD 26Q1-2900-gdf79404cd8, Yosys 0.63+post, stock flow scripts
make -C /OpenROAD-flow-scripts/flow DESIGN_CONFIG=/design/flow/config.mk WORK_HOME=/design/flow/orfs finish
==> flow/config.mk <==
export PLATFORM = sky130hd
export DESIGN_NAME = controller
export DESIGN_NICKNAME = controller
export VERILOG_FILES = /design/flow/design.v
export SDC_FILE = /design/flow/constraint.sdc
export NUM_CORES = 4
export LEC_CHECK = 1
export CORE_UTILIZATION = 40
==> flow/constraint.sdc <==
current_design controller

set clk_period 13.3
set clk_io_pct 0.2

create_clock -name clk0 -period $clk_period [get_ports {CLK}]

set non_clock_inputs [all_inputs -no_clocks]
set_input_delay [expr $clk_period * $clk_io_pct] -clock clk0 $non_clock_inputs
set_output_delay [expr $clk_period * $clk_io_pct] -clock clk0 [all_outputs]
==> notes.md <==
Notes on the physical design

The flow ran to the end, and the final reports show no timing, DRC or antenna violations. The portion of the clock cycle consumed by the worst path in the final layout is 0.3633. The vias after detailed routing is 10,714. The post-cts resize count is 0. Measured against its own limit, the worst slew margin works out to 0.4002. The share of the Yosys chip area taken by registers is 0.5408. The cell count after synthesis is about 1,300.

The final layout reports a setup TNS of 0 ps. The final design instance area without fill is 16,260 um2. Across all hold checks on the routed design, the worst slack comes to 455.1 ps. The row count is 69.

The delay of the slowest critical-path stage is 480 ps. The launch point of the critical path was reported as RST. In this run, distinct cell masters in the synthesized netlist total around 80.

The signal on the critical path passes through clkdlybuf4s50_1 -> buf_4 -> inv_1 -> nand2_1 -> buf_4 -> nor3b_2 -> buf_4. The worst-case clock buffer depth is 3. Yosys reports that the most numerous cell types are 238 x sky130_fd_sc_hd__edfxtp_1, 183 x sky130_fd_sc_hd__nand2_1, 89 x sky130_fd_sc_hd__nor2_1.

Per the hold report, the tightest min-delay path originates at state[1]. The switching portion of total power comes to 0.2459. The critical path launch point type is an input pin. After clock tree synthesis, the clock-pin slew on the worst setup and hold paths is ~70 ps. The clock share of power is 0.401. For this run, the chip area from Yosys synthesis comes to 14,550 um2. The number of global-route vias before repair was 10,534. Summing all placed instances gives a cell area of approximately 15,000 um2. From bottom edge to top edge, the die measures 192.7 um.

The number of enable flip-flop cells is 238. The first global-routing pass estimated roughly 62 mm of wire. In this run the horizontal extent of the chip is 192.7 um. Per the final layout report, the fraction of cells sized above drive strength 1 comes to 0.09651. The area share of xor/xnor cells in the synthesized design is 0.01445. The number of nets with antenna violations after detailed routing is 0.

The weighted congestion reported at the end of routability-driven placement is 0.9673. The net switching power figure is around 0.49 mW. Counting pins that exceed their max-slew limit in the final report gives 0. The worst clock skew is 14.81 ps. In the Yosys report the total cell count is approximately 1,300. The area fraction of the dominant cell type after synthesis is 0.4913.

The power report attributes to the sequential group a share of 0.488. Static timing analysis puts the maximum clock frequency at 0.2070 GHz. The iteration count recorded for the first detailed-route pass is 25. Per the OpenROAD floorplan log, the area of the core is 35,660 um2. The final count of hold timing violations is 0. The buffers plus inverters on the worst setup path is 5. The transition at the pin with the smallest max-transition slack is 893.3 ps. The cell at the slowest stage of the critical path is sky130_fd_sc_hd__buf_4. Once detailed placement completed, the half-perimeter wirelength came to approximately 28 mm. The worst reg-to-reg setup slack is 9630 ps. Yosys attributes the largest share of cell area to sky130_fd_sc_hd__edfxtp_1 49%, sky130_fd_sc_hd__dfxtp_1 5.0%, sky130_fd_sc_hd__mux4_2 5.0%.

The number of buffers inserted by hold repair at cts is 0. The biggest area contributor in the post-synthesis netlist is sky130_fd_sc_hd__edfxtp_1. The data arrival time of the worst path is 5020 ps. The script parses the final routing iteration and logs DRC violations as 0.

The depth of the critical timing path with buffers and inverters included is 7. The share of total power dissipated in combinational logic is 0.111. The number of non-filler instances in the completed layout is 1,808. The instance count along the most critical hold path is 1. The number of sinks driven by the clock tree is 274. Data on the critical path is required at its endpoint by 13,490 ps. In this run the power density over the cells is 122.4 nW/um2.

The initial cell density of the core is 0.4080. The count of buffers inserted at the top-level ports is 33. Among cell families on the critical path, the largest total delay comes from buffers and inverters. Per the synthesis report, the simple-gate share of the synthesized area is 0.1469. After filler insertion, the fill cell instance count of the layout stands at 3,210. For the worst-skew pair, the clock arrives at the later sink with an insertion delay of 550 ps. In this design, the critical path's most frequently occurring cell is sky130_fd_sc_hd__buf_4. The most frequently used cell type in the post-synthesis netlist is sky130_fd_sc_hd__edfxtp_1.

Synthesis inferred 274 register bits. register holds more flip-flops than any other register. The clock tree root driver cell is sky130_fd_sc_hd__clkbuf_16.

The post-CTS setup-driven buffer insertion count is 0. The register with the most flip-flops in the layout has 128 of them. The initial antenna violation count is 1. The number of cells on the worst reg-to-reg path is 9.

Per the post-synthesis stats, the area per cell is between 10 and 15 um2. The remaining global-route overflow is 0. The type of destination of the critical path is a flop. The leakage power is 5.784 nW. The via density per instance is 5.926. Buffers inserted during clock tree synthesis total 28.

Setup repair after global routing left no endpoint under its margin. The per-cell routed wire length is roughly 22 um. Cell internal power was estimated by the tool at 1.500 mW. The async set or reset register ratio after synthesis is 0. Once layout is complete, the utilization of the core stands at 0.4560.

The launch point of the worst reg-to-reg path is rB[31]. The stage logs contain a warning count of 30. The synthesis-to-layout area growth is 11.77%.

The I/O pin total is 34. The count of placed standard cells including taps is between 1,500 and 2,000. Per the CTS log, the maximum H-tree level is 1. The multiplexer area fraction after synthesis is 0.05857. The count of endpoints failing setup in the final report is 0.

The number of maximum-capacitance violations recorded for the run is 0. Per the detailed-route log, wirelength across all metal layers totals 39.96 mm. The shortest clock period the worst path allows after layout is 4831 ps.

Of the total synthesized cell area, the portion taken by full adders, half adders and majority gates is 0.03406. The overall die area is 37,140 um2. Total global-route track usage over all layers is 0.2370. The cell-mix breakdown from Yosys lists the compound-gate area share as 0.1600.

Of the combinational cells, the family taking the most area is AND-OR/OR-AND gates. For reference, the most critical setup path is categorized as in2reg. The worst min-delay path class is reg2reg. TritonCTS built the clock tree. The diode insertion count for antenna repair is 0. The Yosys warning count is 1.

The violation count after the first detailed-route iteration is 862. The maximum number of pins on one net before global-route repair is around 75. The maximum resistive drop on vdd is 0.06098 mV.

The synthesized netlist occupies a cell area of 14,550 um2. Among all flip-flop cells after synthesis, the most frequent one is sky130_fd_sc_hd__edfxtp_1. STA lists the maximum fanout along the critical path as 34.
## layer usage
metal	routed length (um)	track usage	vias to the layer above
li1	-	-	5018
met1	17080	0.3662	5165
met2	16670	0.3219	470
met3	5178	0.1097	59
met4	1025	0.04906	2
met5	13	0	-
## worst register-to-register path: stages, from the launching register on
cell	delay, ps
sky130_fd_sc_hd__edfxtp_1	370
sky130_fd_sc_hd__ha_1	240
sky130_fd_sc_hd__fa_1	420
sky130_fd_sc_hd__a21o_1	230
sky130_fd_sc_hd__a221oi_2	470
sky130_fd_sc_hd__a211oi_1	210
sky130_fd_sc_hd__o21ai_1	590
sky130_fd_sc_hd__a21oi_1	260
sky130_fd_sc_hd__o21a_1	280
sky130_fd_sc_hd__nor3_1	390
## cells in the final DEF, fill, tap and decap left out, types with 5 or more instances in the layout
cell type,instances
sky130_fd_sc_hd__a211oi_2,9
sky130_fd_sc_hd__o31a_1,7
sky130_fd_sc_hd__nand4_1,20
sky130_fd_sc_hd__dfxtp_1,36
sky130_fd_sc_hd__buf_4,27
sky130_fd_sc_hd__o22ai_1,10
sky130_fd_sc_hd__edfxtp_1,238
sky130_fd_sc_hd__o21ai_1,10
sky130_fd_sc_hd__and4_1,5
sky130_fd_sc_hd__and3_1,21
sky130_fd_sc_hd__clkbuf_1,10
sky130_fd_sc_hd__o21a_1,8
sky130_fd_sc_hd__a22oi_1,9
sky130_fd_sc_hd__mux4_2,32
sky130_fd_sc_hd__and2_0,21
sky130_fd_sc_hd__xor2_1,10
sky130_fd_sc_hd__clkdlybuf4s50_1,33
sky130_fd_sc_hd__a211oi_1,29
sky130_fd_sc_hd__a31oi_1,36
sky130_fd_sc_hd__or4_1,6
sky130_fd_sc_hd__a222oi_1,32
sky130_fd_sc_hd__clkbuf_16,30
sky130_fd_sc_hd__ha_1,38
sky130_fd_sc_hd__a21o_1,8
sky130_fd_sc_hd__nor4_1,14
sky130_fd_sc_hd__nor2_1,86
sky130_fd_sc_hd__nand3_1,16
sky130_fd_sc_hd__mux2i_1,8
sky130_fd_sc_hd__o21ai_0,58
sky130_fd_sc_hd__xnor2_1,14
sky130_fd_sc_hd__inv_1,71
sky130_fd_sc_hd__nor3_1,22
sky130_fd_sc_hd__nand2_1,183
sky130_fd_sc_hd__nor2b_1,10
sky130_fd_sc_hd__and2_1,25
sky130_fd_sc_hd__a21oi_1,65
## cell families (layout without fill, tap and decap cells)
kind of cell    count (synthesis)  in the layout
simple gates                  450            450
xor+xnor                       24             24
fa+ha+maj                      39             39
mux                            43             43
buf+inv                       158            183
flops                         274            274
compound gates                334            334
## final timing paths
| check | endpoint |
|---|---|
| min reg2reg | state[3] |
| max | register[1][27] |
| max reg2reg | register[2][24] |
| min | state[3] |
## power groups by stage
stage | Sequential (mW) | Combinational (mW) | Clock, mW
5_1_grt | 0.973 | 0.244 | 0.850
6_report | 0.971 | 0.222 | 0.797
4_1_cts | 0.970 | 0.218 | 0.813
## through the flow
stage / power (mW) / setup slack (ps)
after floorplan: 1.135 / 7573
after global placement: 1.204 / 7923
after detailed placement: 1.206 / 7925
after CTS: 2.002 / 8460
after global routing: 2.066 / 8311
final: 1.990 / 8469
## final cells by class
type | count | area [um2] | share of cell area
Clock buffer | 44 | 843.3 | 0.05186
Clock inverter | 8 | 97.59 | 0.006002
Inverter | 71 | 266.5 | 0.01639
Multi-Input combinational cell | 890 | 6076 | 0.3737
Sequential cell | 274 | 7868 | 0.4838
Tap cell | 461 | 576.8 | 0.03547
Timing Repair Buffer | 60 | 533.0 | 0.03278
Power and IR drop assume default switching activity.
