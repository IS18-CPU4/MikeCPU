$ cat design/flow/config.mk
export PLATFORM = sky130hd
export DESIGN_NAME = ftoi
export DESIGN_NICKNAME = ftoi
export VERILOG_FILES = /design/flow/design.v
export SDC_FILE = /design/flow/constraint.sdc
export NUM_CORES = 4
export LEC_CHECK = 1
export CORE_UTILIZATION = 50
$ cat design/flow/run.sh
#!/bin/bash
# OpenROAD 26Q1-2900-gdf79404cd8, Yosys 0.63+post, stock flow scripts
make -C /OpenROAD-flow-scripts/flow DESIGN_CONFIG=/design/flow/config.mk WORK_HOME=/design/flow/orfs finish
$ cat design/flow/constraint.sdc
current_design ftoi

set clk_period 18.3
set clk_io_pct 0.2

create_clock -name clk0 -period $clk_period

set non_clock_inputs [all_inputs -no_clocks]
set_input_delay [expr $clk_period * $clk_io_pct] -clock clk0 $non_clock_inputs
set_output_delay [expr $clk_period * $clk_io_pct] -clock clk0 [all_outputs]
$ cat design/flow/design.v
`default_nettype none
module ftoi
   ( input wire [31:0] x,
     output wire [31:0] y,
     output wire ovf);
   wire s;
   wire [7:0] e;
   wire [22:0] m;
   assign {s, e, m} = x;
   wire [23:0] m1;
   assign m1 = {1'b1, m};
   wire [53:0] shift_m1;
   assign shift_m1 = m1 << (e - 8'd127);
   wire [30:0] i;
   assign i = (e == 8'd126) ? 31'd1 :
              (e <= 8'd125) ? 31'd0 :
              (e >= 8'd150) ? shift_m1[53:23] : shift_m1[53:23] + {30'b0, shift_m1[22]};
   assign ovf = (e >= 8'd158);
   assign y = (s == 0) ? {s, i} : {1'b1, ~i} + 32'd1;
endmodule
`default_nettype wire
==> results.txt <==
Post-DP HPWL: 13400 um
Largest net degree at the start of global routing: 53
Log Warnings: 37
DR WL/cell: 21.7 um
Final GP Congestion: 1.04
Syn avg cell area: 7.09 um2
FFs & Latches: 0
# DRC: 0
Final Setup Violations: 0
CTS Hold Bufs: 0
Minimum clock period: 13.88 ns
Initial antenna violation count: 0
Post-CTS Setup Inserts: 0
Register share after synthesis: 0
Number of I/O port buffers: 65
Critical Path End Type: output port
CP arrival: 10.22 ns
First-pass GRT wire length: 25900 um
Fp_density: 0.514
Synth warn: 0
Via/cell ratio: 6.88
Setup WS post-layout: 4.42 ns
Total congestion overflow: 0
Post-synth cell types: 90
Hold Path Class: in2out
Yosys cell count: 630
Num ports: 65
Final Hold Viols: 0
Number of global-route vias before repair: 4621
Yosys stat chip area: 4460 um2
FF/Latch Area: 0 um2
Fillcell total: 781
Clock Buffer Count: 0
Share of layout cells above drive strength 1: 0.138
RSZ-0062 raised after global routing: false
Worst slack, placed: 4.57 ns
Vias post-DR: 5345
Post-synth design cell area: 4460 um2
CORE AREA: 8680 um2
All-Layer GR Usage: 0.377
Number of routed nets with antenna violations: 0
Cycle use final: 0.759
Crit Path Class: in2out
Rows: 34
Normalized max-slew margin: 0.295
DR iter-0 viols: 501
Layout area overhead: 15.2%
Critical Path RT: 14.64 ns
Number of diodes: 0
Die area: 9310 um2
DR pass1 iterations: 5
Slew at the pin closest to its max-slew limit: 1.04 ns
Crit Path Max Fanout: 52
MaxCap Viol Count: 0
Die width: 96.5 um
Die height: 96.5 um
Maximum clock rate: 72.0 MHz
Post_cts resized: 0
Critical Path Start Type: input pin
Setup TNS: 0 ns
Status: finished clean
Cells after Synth: 630
Drt total wl: 16900 um
Power density cells: 35.5 nW/um2
Worst IR Drop VDD: 0.0000257 V
Final Slew Violations: 0
Leakage: 1.79 nW
[cell families after synthesis]
group / Yosys count / synth area share
simple gates: 259 / 0.304
fa+ha+maj: 7 / 0.0196
buf+inv: 53 / 0.0619
compound gates: 183 / 0.299
mux: 71 / 0.201
xor+xnor: 57 / 0.115
[layout by cell type (no fill, tap or decap), types with 6 or more instances in the layout]
cell type | synthesis | routed
clkdlybuf4s50_1 | 0 | 64
nand2_1 | 62 | 62
nor2_1 | 53 | 53
xnor2_1 | 47 | 47
a21oi_1 | 41 | 41
mux2i_1 | 34 | 34
o21ai_0 | 29 | 29
nand3_1 | 27 | 27
mux2_2 | 24 | 24
nor3_1 | 21 | 21
buf_4 | 11 | 17
nand4_1 | 15 | 15
mux4_2 | 12 | 12
a31oi_1 | 11 | 11
or2_2 | 11 | 11
and2_1 | 9 | 9
or3_1 | 9 | 9
inv_1 | 8 | 8
o21ai_1 | 8 | 8
a221oi_1 | 8 | 8
nor4_1 | 7 | 7
xor2_1 | 8 | 7
ha_1 | 7 | 7
and3_1 | 6 | 6
nor2b_1 | 6 | 6
a32oi_1 | 6 | 6
[layout make-up]
cell class         count  area (um2)  area share
inverters             10        37.5     0.00730
well taps            108         135      0.0263
repair buffers        82         773       0.150
multi-input cells    577        4200       0.816
[worst paths after layout]
check	startpoint	endpoint	slack, ns	cells past startpoint
hold / removal	x[31]	y[1]	8.46	5
setup / recovery	x[23]	y[30]	4.42	21
[Yosys cell counts (6+ instances only)]
library cell  instances  area share
a21oi_1              41       0.046
a221oi_1              8       0.016
a31oi_1              11       0.015
a32oi_1               6       0.012
and2_1                9       0.013
and3_1                6      0.0084
buf_2                17       0.019
buf_4                11       0.018
clkbuf_1             13       0.011
ha_1                  7       0.020
inv_1                 8      0.0067
mux2_2               24       0.061
mux2i_1              34       0.076
mux4_2               12       0.061
nand2_1              62       0.052
nand3_1              27       0.030
nand4_1              15       0.021
nor2_1               53       0.045
nor2b_1               6      0.0084
nor3_1               21       0.024
nor4_1                7      0.0098
o21ai_0              29       0.033
o21ai_1               8      0.0090
or2_2                11       0.015
or3_1                 9       0.013
xnor2_1              47       0.092
xor2_1                8       0.016
[layer usage]
metal | GRT usage | wire length (um) | vias up
met5 | 0 | 0 | -
li1 | - | - | 2506
met3 | 0.111 | 1890 | 43
met2 | 0.542 | 7120 | 305
met1 | 0.548 | 7370 | 2491
met4 | 0.112 | 499 | 0
[worst max-delay path, stage by stage]
cell	delay [ns]
buf_2	0.08
buf_4	0.50
clkinv_1	0.39
ha_1	0.39
buf_4	0.40
mux2i_1	0.25
mux4_2	0.54
a21oi_1	0.17
o21ai_0	0.11
a21oi_1	0.26
ha_1	0.20
nand2_1	0.08
a21o_1	0.21
nor3_1	0.53
nand4_1	0.38
mux2i_1	0.23
or3b_2	0.50
or3_1	0.44
o31ai_2	0.25
xnor2_1	0.14
clkdlybuf4s50_1	0.49
[metrics by stage]
| step | instances | hold slack, ns | cell area [um2] | util | total power [mW] |
|---|---|---|---|---|---|
| after CTS | 777 | 8.47 | 5140 | 0.592 | 0.178 |
| final | 777 | 8.46 | 5140 | 0.592 | 0.183 |
| after detailed placement | 777 | 8.47 | 5140 | 0.592 | 0.177 |
| after floorplan | 630 | 7.44 | 4460 | - | 0.114 |
| after global routing | 777 | 8.57 | 5140 | 0.592 | 0.198 |
| after global placement | 777 | 8.46 | 5140 | 0.592 | 0.177 |
[where the power goes]
| part | switching [mW] | leakage (nW) | internal (mW) |
|---|---|---|---|
| clock network | 0 | 0 | 0 |
| logic | 0.100 | 1.79 | 0.0822 |
| registers | 0 | 0 | 0 |
| total | 0.100 | 1.79 | 0.0822 |
Power is estimated from default activity; no workload was simulated.
