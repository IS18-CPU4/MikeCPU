==> /design/flow/design.v <==
module RegisterFile (
    input wire [4:0] addr0,
    input wire [4:0] addr1,
    input wire [4:0] addr2,
    output wire [31:0] dout0,
    output wire [31:0] dout1,
    output wire [31:0] dout2,
    input wire we,
    input wire [31:0] wdata,
    input wire CLK);
    reg [31:0] RF [0:31];
    assign dout0 = (addr0 == 0) ? 32'd0 : RF[addr0];
    assign dout1 = (addr1 == 0) ? 32'd0 : RF[addr1];
    assign dout2 = (addr2 == 0) ? 32'd0 : RF[addr2];
    always @(posedge CLK) begin
        if (we) RF[addr0] <= wdata;
    end
endmodule
==> /design/flow/run.sh <==
#!/bin/bash
# OpenROAD 26Q1-2900-gdf79404cd8, Yosys 0.63+post, stock flow scripts
make -C /OpenROAD-flow-scripts/flow DESIGN_CONFIG=/design/flow/config.mk WORK_HOME=/design/flow/orfs finish
==> /design/flow/config.mk <==
export PLATFORM = sky130hd
export DESIGN_NAME = RegisterFile
export DESIGN_NICKNAME = RegisterFile
export VERILOG_FILES = /design/flow/design.v
export SDC_FILE = /design/flow/constraint.sdc
export NUM_CORES = 4
export LEC_CHECK = 1
export CORE_UTILIZATION = 40
==> /design/flow/constraint.sdc <==
current_design RegisterFile

set clk_period 18.6
set clk_io_pct 0.2

create_clock -name clk0 -period $clk_period [get_ports {CLK}]

set non_clock_inputs [all_inputs -no_clocks]
set_input_delay [expr $clk_period * $clk_io_pct] -clock clk0 $non_clock_inputs
set_output_delay [expr $clk_period * $clk_io_pct] -clock clk0 [all_outputs]
==> results.sh <==
# physical design summary
export IMPL_status="complete, no violations"
export IMPL_cts_sinks=1024
export IMPL_ant_nets=0
export IMPL_numSynthFlops=1024
export IMPL_highest_layer="met5"
export IMPL_wl_met1_mm=53.79
export IMPL_wl_met2_mm=86.29
export IMPL_grt_overflow_total=0
export IMPL_yosysUniqueCellTypes=38
export IMPL_dpl_cell_area_sq_um=58520
export IMPL_grt_util_all_layers_pct=31.27
export IMPL_postCtsSetupRepairBufs=0
export IMPL_drive_gt1_share_pct=39.23
export IMPL_drt_pre_antenna_iters=5
export IMPL_via_per_inst=6.988
export IMPL_dp_cells=4622
export IMPL_period_minus_slack_ps=11920
export IMPL_yosys_stat_cells=2812
export IMPL_setup_viol=0
export IMPL_htree_levels=3
export IMPL_io_buffers=144
export IMPL_arrival_ps=8200
export IMPL_rsz0062_at_grt="false"
export IMPL_num_rows=135
export IMPL_largest_reg_flops=1024
export IMPL_yosysMostFrequentCell="edfxtp_1"
export IMPL_wl_met3_mm=41.61
export IMPL_fin_tns_setup_ps=0
export IMPL_peakVddDrop_v=0.00007290
export IMPL_drv_slew=0
export IMPL_synth_seq_share_pct=56.32
export IMPL_wl_per_cell_um=40.05
export IMPL_timing_fmax_mhz=83.86
export IMPL_core_sq_um=135500
export IMPL_syn_avg_cell_area_sq_um=19.42
export IMPL_cp_start_kind="input pin"
export IMPL_finalWorstSetupSlack_ps=6676
export IMPL_final_cell_area_sq_um=62470
export IMPL_cts_tree="built"
export IMPL_dp_hpwl_mm=108.7
export IMPL_finalCritPeriodShare_pct=64.11
export IMPL_top_cells_by_area="edfxtp_1 (56%), mux4_2 (31%), mux2i_1 (3.1%), a221oi_1 (1.4%), mux2_2 (1.0%)"
export IMPL_fin_cells=4831
export IMPL_drc_errors=0
export IMPL_hold_depth=2
export IMPL_die_size_y_um=371.5
export IMPL_top_cells_by_count="edfxtp_1 (1024), mux4_2 (740), mux2i_1 (168), clkbuf_1 (131), nor2_1 (103)"
export IMPL_regMostFlops="RF"
export IMPL_reg_largest_list="RF x1024"
export IMPL_finalPower_uw=5624
export IMPL_finalWirelength_mm=193.5
export IMPL_yosys_warnings=1
export IMPL_required_ps=14880
export IMPL_synthFlopType="edfxtp_1"
export IMPL_hold_buffers=0
export IMPL_synthArstFlopShare_pct=0
export IMPL_syn_inst=2812
export IMPL_ys_chip_area_sq_um=54600
export IMPL_syn_cell_area_sq_um=54600
export IMPL_tool_warnings=26
export IMPL_crit_fanout=54
export IMPL_drt_iter0_markers=2377
export IMPL_leakage_uw=0.01951
export IMPL_initial_core_util_pct=40.31
export IMPL_cts_resized=0
export IMPL_end_kind="output port"
export IMPL_edf_count=1024
export IMPL_cts_root_buf="clkbuf_16"
export IMPL_dp_slack_ps=6596
export IMPL_power_density_nw_per_um2=90.03
export IMPL_synthToLayoutAreaGrowth_pct=14.41
export IMPL_largest_area_cell="edfxtp_1"
export IMPL_worstSetupPathType="in2out"
export IMPL_num_vias=33758
export IMPL_grt_max_degree=64
export IMPL_gp_routability_congestion=0.9056
export IMPL_finalHoldViolCount=0
export IMPL_cts_max_path_buffers=3
export IMPL_fp_dieW_um=371.5
export IMPL_worst_pin_slew_ps=1038
export IMPL_cts_clk_slew_worst_paths_ps=60
export IMPL_cts_made_buffers=110
export IMPL_grt_pass1_vias=38219
export IMPL_grt_pass1_wl_mm=273.9
export IMPL_cap_violations=0
export IMPL_ios=145
export IMPL_top_area_share_pct=56.32
export IMPL_hold_path_class="in2reg"
export IMPL_slew_headroom_pct=30.60
export IMPL_dieArea_sq_um=138000
export IMPL_antenna_found_initial=2
==> placed cells by master, fill, tap and decap left out, drive strengths merged, types with 2 or more instances in the layout <==
| master | netlist | routed |
|---|---|---|
| mux2i | 168 | 168 |
| or3b | 2 | 2 |
| nor3 | 32 | 32 |
| a22oi | 65 | 65 |
| clkinv | 0 | 50 |
| edfxtp | 1024 | 1024 |
| inv | 23 | 28 |
| bufinv | 0 | 26 |
| nor2b | 5 | 5 |
| nand2b | 2 | 2 |
| o22ai | 26 | 26 |
| o21ai | 3 | 3 |
| nor2 | 103 | 103 |
| a221o | 8 | 8 |
| nand3 | 2 | 2 |
| nor3b | 2 | 2 |
| a211oi | 30 | 30 |
| clkbuf | 131 | 119 |
| buf | 148 | 175 |
| or2 | 2 | 2 |
| mux2 | 50 | 50 |
| o221ai | 30 | 30 |
| clkinvlp | 0 | 5 |
| clkdlybuf4s50 | 0 | 133 |
| and2 | 6 | 6 |
| o31ai | 2 | 2 |
| a221oi | 89 | 89 |
| nand2 | 5 | 5 |
| mux4 | 740 | 740 |
| a22o | 40 | 40 |
| and3b | 2 | 2 |
| nand3b | 5 | 5 |
| a31oi | 32 | 32 |
| diode | 0 | 4 |
| a21oi | 31 | 31 |
==> stage by stage <==
step / utilization, % / hold slack (ps)
2_1_floorplan: - / 3819
3_3_place_gp: 43.20 / 4544
3_5_place_dp: 43.20 / 4553
4_1_cts: 46.11 / 3770
5_1_grt: 46.11 / 3821
6_report: 46.11 / 3806
==> path summary, 6_finish.rpt <==
path                   end      start  slack, ps
max               dout2[3]   addr2[0]       6680
min   RF[12][29]$_DFFE_PP_  wdata[29]       3810
==> logic make-up after synthesis <==
| logic type | share of synthesized area, % |
|---|---|
| AND-OR/OR-AND | 5.007 |
| buffers and inverters | 2.599 |
| flip-flops | 56.32 |
| multiplexers | 34.63 |
| AND/OR/NAND/NOR | 1.446 |
==> routing by layer <==
layer	track usage [%]	vias to the layer above
li1	-	12908
met1	32.10	16852
met2	42.77	3355
met3	29.48	627
met4	13.67	16
met5	3.741	-
==> worst max-delay path: stages <==
cell             delay [ps]
buf_8                   470
buf_4                   680
buf_4                   620
buf_4                   620
mux4_2                  330
mux4_2                  250
nor2_1                   50
nor3_1                  700
clkdlybuf4s50_1         640
==> where the power goes <==
group          internal, uW  switching, uW
sequential             2570           16.7
clock                  1440            959
combinational           289            347
total                  4300           1320
==> final cells by class <==
type | instances | area, sq um
Fill cell | 11069 | 73000
Sequential cell | 1024 | 30750
Multi-Input combinational cell | 1486 | 22740
Clock buffer | 119 | 2786
Timing Repair Buffer | 308 | 2723
Tap cell | 1781 | 2228
Clock inverter | 86 | 1149
Inverter | 23 | 86.33
Antenna cell | 4 | 10.01
No activity file was given, so power comes from the tool's default toggle rates.
